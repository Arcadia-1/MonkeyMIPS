==> /design/flow/design.v <==
module debounce(clk,key_i,key_o);
    input clk;
    input key_i;
    output key_o;
    parameter NUMBER = 24'd10_000_000;
    parameter NBITS = 24;
    reg [NBITS-1:0] count;
    reg key_o_temp;
    reg key_m;
	reg key_i_t1,key_i_t2;
    assign key_o = key_o_temp;
	always @ (posedge clk) begin
		key_i_t1 <= key_i;
		key_i_t2 <= key_i_t1;
	end
    always @ (posedge clk) begin
        if (key_m!=key_i_t2) begin
            key_m <= key_i_t2;
            count <= 0;
        end
        else if (count == NUMBER) begin
            key_o_temp <= key_m;
        end
        else count <= count+1;
    end
endmodule
==> /design/flow/run.sh <==
#!/bin/bash
# OpenROAD 26Q1-2900-gdf79404cd8, Yosys 0.63+post, stock flow scripts
make -C /OpenROAD-flow-scripts/flow DESIGN_CONFIG=/design/flow/config.mk WORK_HOME=/design/flow/orfs finish
==> /design/flow/config.mk <==
export PLATFORM = sky130hd
export DESIGN_NAME = debounce
export DESIGN_NICKNAME = debounce
export VERILOG_FILES = /design/flow/design.v
export SDC_FILE = /design/flow/constraint.sdc
export NUM_CORES = 4
export LEC_CHECK = 1
export CORE_AREA = 10 10 112 112
export DIE_AREA = 0 0 122 122
==> /design/flow/constraint.sdc <==
current_design debounce

set clk_period 5.1
set clk_io_pct 0.2

create_clock -name clk0 -period $clk_period [get_ports {clk}]

set non_clock_inputs [all_inputs -no_clocks]
set_input_delay [expr $clk_period * $clk_io_pct] -clock clk0 $non_clock_inputs
set_output_delay [expr $clk_period * $clk_io_pct] -clock clk0 [all_outputs]
==> flow_summary_export.csv <==
group,metric,value,unit
setup_path,cp_cell_sequence,"clkdlybuf4s50_1",
setup_path,crit_path_max_incr_delay,0.48,ns
grt,track_usage,0.0333,
grt,grt_pass1_wl,4.20,mm
grt,grt-ovfl-total,0,
grt,grt_pass1_vias,910,
final_timing,drv_slew,0,
synthesis,synthMuxAreaShare,0.00758,
drt,routed_wl,2.48,mm
setup_path,crit_start,"key_o_temp",
drt,vias,1037,
grt,grt_max_degree,26,
synthesis,logic_family,"simple AND/OR/NAND/NOR gates",
synthesis,synthSimpleGateAreaFrac,0.304,
placed_design,port_buffers,2,
setup_path,cp.arrival,1.08,ns
final_timing,fin_crit_sh,0.412,
setup_path,worst_setup_path_start_kind,"flip-flop",
synthesis,xor_share,0.0663,
clock_tree,tritoncts,"built",
power,leakagePower,0.000441,uW
drt,drc,0,
final_timing,setup_viol,0,
synthesis,synth_top_flop_cell,"dfxtp_1",
synthesis,ys_ff,28,
floorplan,die-width,122,um
final_timing,finalSetupTns,0,ns
setup_path,slowest_stage,"clkdlybuf4s50_1",
power,sequentialPowerShare,0.603,
clock_tree,clk_pin_slew,0.09,ns
clock_tree,cts_setup_buffers,0,
clock_tree,cts_sinks,28,
synthesis,yosys_cells,150,
min_path,min-delay-start,"key_i_t1",
placed_design,gp_congestion,0.863,
flow_run,warnings,26,
setup_path,ff2ff_path_depth,5,
synthesis,yosys_warnings,1,
drt,viasPerCell,3.61,
cells_and_area,fill_cells,1131,
grt,antenna_found_initial,0,
synthesis,synth-edff-count,2,
setup_path,r2r_start,"count[1]",
final_timing,slew_headroom,0.462,
power,power.combinational.fraction,0.092,
synthesis,synth_chip_area,1320,sq um
synthesis,ys_async_sr_fraction,0,
setup_path,critPathKind,"flip-flop to output pin",
synthesis,syn_avg_cell_area,8.81,sq um
placed_design,dp.final_hpwl,1.80,mm
synthesis,synth_cell_types,39,
setup_path,crit_fanout,1,
final_timing,clock.fmax,476,MHz
power,internal_power,299,uW
floorplan,die_area,14900,sq um
clock_tree,clockBufferDepth,2,
clock_tree,cts_root_buf,"clkbuf_8",
power,power_density,259,nW/um^2
final_timing,grt_setup_unrepaired,"no",
final_timing,hold_violations,0,
final_timing,worst_pin_slew,0.800,ns
setup_path,cp_num_cells,1,
clock_tree,ctsResizeCount,0,
floorplan,pin_count,3,
clock_tree,cts_buffers,3,
clock_tree,worstSkewPairLatency,0.27,ns
final_timing,period_needed,2.10,ns
synthesis,syn_inst,150,
power,p_sw_frac,0.246,
setup_path,crit_family,"buffers and inverters",
flow_run,drv_cap,0,
power,switchingPower,97.7,uW
synthesis,postSynthSeqShare,0.439,
cells_and_area,drive_above_1_share,0.0596,
min_path,min_path_type,"flip-flop to flip-flop",
setup_path,required,4.08,ns
floorplan,die_height,122,um
power,peakVddDrop,0.119,mV
synthesis,ys_sh_adder,0.0189,
synthesis,ys_top_cells_by_area,"dfxtp_1, a21oi_1, nand3_1",
cells_and_area,utilization,0.149,
clock_tree,htreeDepth,1,
floorplan,core.rowCount,37,
drt,wl_per_cell,8.64,um
final_timing,clock_skew,0.00225,ns
setup_path,crit_path_end_kind,"output pin",
min_path,holdPathStages,0,
synthesis,ys_sh_aoi,0.123,
drt,dr.pass1.iters,4,
drt,drt_iter0_drc,91,
floorplan,core,10200,sq um
cells_and_area,lay_top_count,"dfxtp_1",
run_status,status,"complete, no violations",
cells_and_area,fin_cells,287,
synthesis,top_area_frac,0.394,
placed_design,placedCellCount,283,
drt,drtAntennaViolNets,0,
cells_and_area,syn2layout_area_growth,15.7,%
setup_path,cp_num_buf_inv,1,
synthesis,syn-cell-area,1320,sq um
floorplan,initial_utilization,0.129,
power,p_clk_frac,0.305,
clock_tree,postCtsHoldBufs,0,
drt,n_antenna_cell,0,
cells_and_area,layout_top_cells,"dfxtp_1, nor2_1, nand3_1, a21oi_1, nand2_1",
synthesis,yosys.area.top_type,"dfxtp_1",
-- power groups by stage --
stage     clock (uW)  sequential, uW  combinational, uW
5_1_grt          134             241               42.2
4_1_cts          127             239               36.7
6_report         121             239               36.5
-- cell usage after synthesis (all sizes together), types with 2 or more instances --
| cell | number |
|---|---|
| dfxtp | 26 |
| o31ai | 2 |
| nand4 | 6 |
| or3 | 6 |
| xnor2 | 6 |
| and4 | 3 |
| nor4 | 6 |
| nor2 | 14 |
| inv | 7 |
| xor2 | 4 |
| buf | 2 |
| ha | 2 |
| a21oi | 12 |
| nor3 | 3 |
| nand2 | 9 |
| or4 | 3 |
| edfxtp | 2 |
| o21ai | 7 |
| nand3 | 12 |
| clkbuf | 3 |
-- layer usage --
layer	up-vias	share of wire	track usage	routed length [um]
met5	-	0	0	0
met2	6	0.42	0.0478	1040
li1	549	-	-	-
met4	0	0	0.000745	0
met3	0	0.028	0.00939	69
met1	482	0.55	0.0510	1370
-- worst paths after layout --
path                to  slack [ns]
min reg2reg   key_i_t2        0.33
min           key_i_t2        0.33
max              key_o        3.00
max reg2reg  count[14]        3.07
-- stage by stage --
stage / hold WS [ns] / setup slack [ns] / area [sq um] / total power, uW
after global routing: 0.348 / 2.91 / 1530 / 417
after floorplan: 0.310 / 3.26 / 1320 / 274
after CTS: 0.337 / 2.97 / 1530 / 403
after detailed placement: 0.315 / 3.09 / 1480 / 281
final: 0.334 / 3.00 / 1530 / 397
after global placement: 0.315 / 3.11 / 1480 / 280
-- registers in the layout, indices dropped and copies added (netlist names) --
register    cells
count          24
key_i_t1        1
key_i_t2        1
key_m           1
key_o_temp      1
-- layout make-up --
class | count | area [sq um] | share of cell area
clock buffers | 4 | 45.0 | 0.0295
flip-flops and latches | 28 | 581 | 0.380
well taps | 136 | 170 | 0.111
multi-input cells | 110 | 687 | 0.449
inverters | 7 | 26.3 | 0.0172
repair buffers | 2 | 20.0 | 0.0131
-- logic make-up (layout without fill, tap and decap cells) --
| kind of cell | Yosys count | after routing |
|---|---|---|
| AND-OR/OR-AND | 27 | 27 |
| flip-flops | 28 | 28 |
| XOR/XNOR | 10 | 10 |
| adder cells (fa/ha/maj) | 2 | 2 |
| AND/OR/NAND/NOR | 70 | 70 |
| multiplexers | 1 | 1 |
| buffers and inverters | 12 | 13 |
Power is estimated from default activity; no workload was simulated.
