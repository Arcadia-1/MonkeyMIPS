==> design/flow/constraint.sdc <==
current_design bcdShow

set clk_period 5.1
set clk_io_pct 0.2

create_clock -name clk0 -period $clk_period [get_ports {sysclk}]

set non_clock_inputs [all_inputs -no_clocks]
set_input_delay [expr $clk_period * $clk_io_pct] -clock clk0 $non_clock_inputs
set_output_delay [expr $clk_period * $clk_io_pct] -clock clk0 [all_outputs]
==> design/flow/config.mk <==
export PLATFORM = sky130hd
export DESIGN_NAME = bcdShow
export DESIGN_NICKNAME = bcdShow
export VERILOG_FILES = /design/flow/design.v
export SDC_FILE = /design/flow/constraint.sdc
export NUM_CORES = 4
export LEC_CHECK = 1
export CORE_AREA = 10 10 106 106
export DIE_AREA = 0 0 116 116
==> design/flow/design.v <==
`timescale 1ns / 1ps
module divide_1khz(input sysclk, output reg sig_out);
    reg[18:0] state;
    reg[18:0] divide;
    initial begin
        sig_out = 0;
        state = 19'b0_0000_0000_0000_0000;
        divide = 19'b001_1000_0110_1010_0000;
    end
    always@(posedge sysclk) begin
        if(state == 0) sig_out = ~sig_out;
        state = state + 2;
        if(state == divide) state = 0;
    end
endmodule
module BCD7(
	input [3:0] din,
	output [6:0] dout
);
assign	dout=(din==4'h0)?7'b0000001:
             (din==4'h1)?7'b1001111:
             (din==4'h2)?7'b0010010:
             (din==4'h3)?7'b0000110:
             (din==4'h4)?7'b1001100:
             (din==4'h5)?7'b0100100:
             (din==4'h6)?7'b0100000:
             (din==4'h7)?7'b0001111:
             (din==4'h8)?7'b0000000:
             (din==4'h9)?7'b0000100:
			 (din==4'hA)?7'b0001000:
			 (din==4'hB)?7'b1100000:
			 (din==4'hC)?7'b0110001:
			 (din==4'hD)?7'b1000010:
			 (din==4'hE)?7'b0110000:
			 (din==4'hF)?7'b0111000:7'b0000001;
endmodule
module bcdShow(
    input[15:0] show, 
    input sysclk, 
    output [6:0] dout, 
    output reg [3:0] AN
    );
    wire sig_1khz;
    divide_1khz D_1k(.sysclk(sysclk), .sig_out(sig_1khz));
    reg[3:0] bcdIn;
    reg[1:0] control;
    BCD7 bcd(bcdIn, dout);
    always@(posedge sig_1khz) begin
        if (control == 2'b00) begin
            bcdIn <= show[3:0]; AN <= 4'b1110; control <= 2'b01;
        end
        else if (control == 2'b01) begin
            bcdIn <= show[7:4]; AN <= 4'b1101; control <= 2'b10;
        end
        else if (control == 2'b10) begin
            bcdIn <= show[11:8]; AN <= 4'b1011; control <= 2'b11;
        end
        else begin
            bcdIn <= show[15:12]; AN <= 4'b0111; control <= 2'b00;
        end
    end
endmodule
==> design/flow/run.sh <==
#!/bin/bash
# OpenROAD 26Q1-2900-gdf79404cd8, Yosys 0.63+post, stock flow scripts
make -C /OpenROAD-flow-scripts/flow DESIGN_CONFIG=/design/flow/config.mk WORK_HOME=/design/flow/orfs finish
==> impl_metrics.json <==
{
  "run_status": "completed",
  "warnings": 29,
  "firstDrtPassIters": 4,
  "ant_nets": 0,
  "design.portCount": 28,
  "ctsRootBufferMaster": "clkbuf_8",
  "cts_tree": "built",
  "die_area_sq_um": 13500,
  "instances_no_fill": 326,
  "number_of_instances_in_the_synthesized_netlist": 199,
  "yosys-stat-area_sq_um": 1700,
  "post-cts-setup-buffers": 0,
  "post_synth_num_cell_types": 46,
  "hold_path.class": "reg2reg",
  "fmax_mhz": 421,
  "cp.arrival_ps": 2490,
  "total_overflow_reported_by_the_global_router": 0,
  "worstPathMaxFanout": 8,
  "ff2ff_path_depth": 6,
  "portBuffers": 27,
  "critical-path-slowest-cell": "a2111oi_4",
  "avgViaCountPerCell": 4.45,
  "p_leak_nw": 0.726,
  "post_cts_resize_count": 0,
  "setup_viol": 0,
  "fp_util": 0.192,
  "drt_iter0_markers": 63,
  "max-slew-margin-rel": 0.569,
  "gr-usage-all-layers": 0.0568,
  "post-route-period-util": 0.466,
  "synth-cells-yosys": 199,
  "pin_count_of_the_biggest_net_entering_global_routing": 14,
  "tritoncts.num_buffers": 3,
  "rsz0062_at_grt": "no",
  "required_worst_endpoint_ps": 5210,
  "die_height_um": 116,
  "fp.coreArea_sq_um": 8850,
  "layout_top_cells": "28 x dfxtp_1, 27 x clkdlybuf4s50_1, 16 x nand2_1",
  "yosys_warnings": 2,
  "ctsHoldBuffers": 0,
  "clk_latency_ps": 260,
  "async_flop_share": 0,
  "number_of_register_bits_inferred_by_synthesis": 29,
  "cp_slowest_stage_delay_ps": 570,
  "number_of_levels_the_h_tree_was_split_into": 1,
  "synth-edff-count": 1,
  "synthToLayoutAreaGrowth_pct": 23.0,
  "vdd_drop_max_mv": 0.139,
  "antenna_cells_inserted": 0,
  "finClkSkew_ps": 2.37,
  "dominant_register_cell": "dfxtp_1",
  "synth.yosys.seq_area_share": 0.348,
  "crit_chain": "ha_1, and3_1, nand3b_1, a21o_1, a2111oi_4, a31oi_1",
  "worstSetupEndpointType": "flip-flop",
  "maxCapViolCount": 0,
  "actual_slew_at_the_worst_max_slew_pin_ps": 628,
  "gpl.final_weighted_congestion": 0.918,
  "antenna_found_initial": 0,
  "final.setup.tns_ps": 0,
  "untimed_endpoints": 21,
  "most_frequent_logic_cell_in_the_layout": "dfxtp_1",
  "finalWirelength_mm": 3.94,
  "syn-cell-area_sq_um": 1700,
  "hold-path-cell-count": 1,
  "buffer_levels_on_the_longest_clock_path": 2,
  "wl_per_instance_um": 12.1,
  "timing_max_transition_violations_final": 0,
  "worstSetupPathType": "reg2reg",
  "number_of_global_route_vias_before_repair": 1342,
  "finalCriticalPeriod_ps": 2380,
  "vias": 1452,
  "drc": 0,
  "power_per_cell_area_nw_per_um2": 129,
  "unclocked_pins": 10,
  "grt_first_pass_wirelength_mm": 6.49,
  "layout-drive-gt1-share": 0.0550,
  "syn-mean-instance-area_sq_um": 8.52,
  "setup.worst_path.start_class": "flip-flop",
  "clk_pin_slew_ps": 80,
  "row_count": 34,
  "dp_hpwl_mm": 3.03,
  "numPlacedInstances": 322,
  "final_hold_viol_count": 0,
  "horizontal_die_size_um": 116
}
[per-layer routing]
metal  GRT usage  up-vias  part of all wire
met5           0        -                 0
met4     0.00250        0            0.0015
met3      0.0136        2             0.073
met2      0.0906       41              0.42
met1      0.0804      654              0.50
li1            -      755                 -
[stage by stage]
step           utilization  area, sq um  total power, mW  worst slack, ps  hold slack (ps)
4_1_cts              0.236         2090            0.272             2720              532
6_report             0.236         2090            0.270             2720              532
3_3_place_gp         0.230         2040            0.165             2830              512
2_1_floorplan            -         1700            0.153             2900              483
5_1_grt              0.236         2090            0.280             2470              559
3_5_place_dp         0.230         2040            0.165             2740              515
[worst max-delay path, delay by kind of cell, from the launching register on]
kind                       cells  cell delay, ps
DFF                            1             460
AOI/OAI and AO/OA              3             950
adders and majority gates      1             350
and+or+nand+nor                2             460
[worst paths after layout]
kind	startpoint	to	slack [ps]
worst max-delay path	D_1k.state[1]	D_1k.state[5]	2720
worst max register to register	D_1k.state[1]	D_1k.state[5]	2720
worst min register to register	D_1k.state[18]	D_1k.state[18]	530
worst min-delay path	D_1k.state[18]	D_1k.state[18]	530
[state kept, by name, indices dropped and copies added (netlist names)]
signal / cells
AN: 4
D_1k.sig_out: 1
D_1k.state: 18
bcdIn: 4
control: 2
[where the power goes]
| group | switching, mW | internal (mW) |
|---|---|---|
| registers | 0 | 0.149 |
| clock network | 0.0537 | 0.0544 |
| logic | 0.00176 | 0.0106 |
| total | 0.0554 | 0.214 |
[final cells by class]
class	instances	area, sq um
clock buffers	3	41.3
clock inverters	1	5.00
fillers	965	6760
inverters	12	45.0
multi-input cells	146	998
flip-flops and latches	29	591
well taps	108	135
repair buffers	27	270
[cell usage after synthesis (all sizes together), types with 2 or more instances]
master,count,area [sq um]
a21o,3,22.5
a21oi,6,30.0
a22oi,7,52.6
a31oi,9,56.3
and3,3,18.8
buf,6,37.5
clkbuf,6,23.8
dfxtp,28,561
ha,6,75.1
inv,12,45.0
nand2,16,60.1
nand2b,3,18.8
nand3,6,35.0
nand4,8,65.1
nor2,15,56.3
nor2b,2,12.5
nor3,7,35.0
nor4,4,25.0
nor4b,2,17.5
o21ai,9,45.0
o31ai,3,22.5
or2,2,12.5
or4,3,23.8
xnor2,12,105
xor2,5,43.8
[logic make-up (layout without fill, tap and decap cells)]
kind of cell / after synthesis / after routing / synth area share
compound gates: 45 / 45 / 0.195
xor+xnor: 17 / 17 / 0.0878
fa+ha+maj: 7 / 7 / 0.0502
buf+inv: 24 / 43 / 0.0627
flops: 29 / 29 / 0.348
mux: 1 / 1 / 0.00590
simple gates: 76 / 76 / 0.250
Power and IR drop assume default switching activity.
